==> design.v <==
module bidirectional_io #(
	parameter WIDTH=16
)
(
	input output_enable,
	input [WIDTH-1:0] data,
	inout [WIDTH-1:0] bidir_variable,
	output [WIDTH-1:0] read_buffer
);
	assign bidir_variable = (output_enable ? data : {WIDTH{1'bz}});
	assign read_buffer = bidir_variable;
endmodule
module sdram_controller
#(
	parameter ROW_WIDTH = 12,
	parameter COL_WIDTH = 8,
	parameter BANK_WIDTH = 2,
	parameter SDRADDR_WIDTH = ROW_WIDTH > COL_WIDTH ? ROW_WIDTH : COL_WIDTH,
	parameter HADDR_WIDTH = BANK_WIDTH + ROW_WIDTH + COL_WIDTH,
	parameter CLK_FREQUENCY = 100,		 
	parameter REFRESH_TIME =  64,		 
	parameter REFRESH_COUNT = 8192		 
)
(
	input							auto_refresh,
	input	[HADDR_WIDTH-1 : 0]		wr_addr,
	input	[15 : 0]				wr_data,
	input							wr_enable,
	output							wr_addr_inc,
	input	[HADDR_WIDTH-1 : 0]		rd_addr,
	output	[15 : 0]				rd_data,
	input							rd_ready,
	input							rd_enable,
	output							busy,
	input							rst_n,
	input							clk,
	output	[SDRADDR_WIDTH-1 : 0]	addr,
	output	[BANK_WIDTH-1 : 0]		bank_addr,
	inout	[15 : 0]				data,
	output							clken,
	output							cs_n,
	output							ras_n,
	output							cas_n,
	output							we_n,
	output	[1 : 0]					dqm
);
	localparam CYCLES_BETWEEN_REFRESH = ( CLK_FREQUENCY * 1_000 * REFRESH_TIME ) / REFRESH_COUNT;
	localparam burst_len	= 3'b010;	 
	localparam burst_type	= 1'b0;		 
	localparam cas_latency	= 3'b010;	 
	localparam write_mode	= 1'b1;		 
	localparam auto_prechr	= 1'b1;		 
	localparam IDLE			= 5'b00000;
	localparam INIT_NOP1	= 5'b01000;
	localparam INIT_PRE1	= 5'b01001;
	localparam INIT_NOP1_1	= 5'b00101;
	localparam INIT_REF1	= 5'b01010;
	localparam INIT_NOP2	= 5'b01011;
	localparam INIT_REF2	= 5'b01100;
	localparam INIT_NOP3	= 5'b01101;
	localparam INIT_LOAD	= 5'b01110;
	localparam INIT_NOP4	= 5'b01111;
	localparam REF_PRE		= 5'b00001;
	localparam REF_NOP1		= 5'b00010;
	localparam REF_REF		= 5'b00011;
	localparam REF_NOP2		= 5'b00100;
	localparam READ_ACT		= 5'b10000;
	localparam READ_NOP1	= 5'b10001;
	localparam READ_CAS		= 5'b10010;
	localparam READ_NOP2	= 5'b10011;
	localparam READ_READ	= 5'b10100;
	localparam READ_NOP3	= 5'b10101;
	localparam READ_NOP4	= 5'b10110;
	localparam WRIT_ACT		= 5'b11000;
	localparam WRIT_NOP1	= 5'b11001;
	localparam WRIT_CAS		= 5'b11010;
	localparam WRIT_NOP2	= 5'b11011;
	localparam WRIT_NOP3	= 5'b11100;
	localparam CMD_PALL		= 8'b10010001;
	localparam CMD_REF		= 8'b10001000;
	localparam CMD_NOP		= 8'b10111000;
	localparam CMD_MRS		= 8'b1000000x;
	localparam CMD_BACT		= 8'b10011xxx;
	localparam CMD_READ		= 8'b10101xx1;
	localparam CMD_WRIT		= 8'b10100xx1;
	reg		[HADDR_WIDTH-1 : 0]		haddr_r;
	reg		[15 : 0]				wr_data_r;
	reg		[16*4-1 : 0]			rd_data_r;
	reg								busy_r;
	reg								data_mask_low_r;
	reg								data_mask_high_r;
	reg		[SDRADDR_WIDTH-1 : 0]	addr_r;
	reg		[BANK_WIDTH-1 : 0]		bank_addr_r;
	reg								wr_addr_inc_r;
	reg [3:0] state_cnt;
	reg [9:0] refresh_cnt;
	reg [7:0] command;
	reg [4:0] state;
	reg [7:0] command_nxt;
	reg [3:0] state_cnt_nxt;
	reg [4:0] next;
	wire [15:0] sdram_rd_data;
	assign busy				= busy_r;
	assign dqm[1]			= data_mask_high_r;
	assign dqm[0]			= data_mask_low_r;
	assign rd_data			= rd_data_r[0 +: 16];
	assign wr_addr_inc		= wr_addr_inc_r;
	assign {clken, cs_n, ras_n, cas_n, we_n} = command[7:3];
	assign bank_addr	= (state[4]) ? bank_addr_r : command[2:1];
	assign addr			= (state[4] | state == INIT_LOAD) ? addr_r : { {SDRADDR_WIDTH-11{1'b0}}, command[0], 10'd0 };
	bidirectional_io sdram_bio_inst(
		.output_enable(state == WRIT_CAS),
		.data(wr_data_r),
		.bidir_variable(data),
		.read_buffer(sdram_rd_data)
	);
	always@(posedge clk or negedge rst_n)begin
		if(!rst_n)begin
			wr_addr_inc_r <= 1'b0;
		end else begin
			if(state == WRIT_CAS)begin
				wr_addr_inc_r <= 1'b1;
			end else begin
				wr_addr_inc_r <= 1'b0;
			end
		end
	end
	always@(posedge clk or negedge rst_n)begin
		if(!rst_n)begin
			refresh_cnt <= 10'b0;
		end else begin
			if(state == REF_NOP1 | state[4] | auto_refresh)begin
				refresh_cnt <= 10'd0;
			end else begin
				refresh_cnt <= refresh_cnt + 1'b1;
			end
		end
	end
	always@(posedge clk or negedge rst_n)begin
		if(!rst_n)begin
			rd_data_r <= 64'b0;
		end else begin
			if(state == READ_READ)begin
				case(state_cnt[1 : 0])
					2'd0: rd_data_r[48+:16] <= sdram_rd_data;
					2'd1: rd_data_r[32+:16] <= sdram_rd_data;
					2'd2: rd_data_r[16+:16] <= sdram_rd_data;
					2'd3: rd_data_r[0+:16] <= sdram_rd_data;
				endcase
			end else begin
				if(rd_ready)begin
					rd_data_r <= {rd_data_r[48+:16],rd_data_r[16+:48]};
				end
			end
		end
	end
	always@(posedge clk or negedge rst_n)begin
		if(!rst_n)begin
			state <= INIT_NOP1;
			command <= CMD_NOP;
			state_cnt <= 4'hf;
			haddr_r <= {HADDR_WIDTH{1'b0}};
			wr_data_r <= 16'b0;
			busy_r <= 1'b1;
		end else begin
			state <= next;
			command <= command_nxt;
			if(next == INIT_NOP4 && !state_cnt_nxt)begin
				busy_r <= 1'b0;
			end else begin
				busy_r <= state[4];
			end
			if(!state_cnt)begin
				state_cnt <= state_cnt_nxt;
			end else begin
				state_cnt <= state_cnt - 4'b1;
			end
			if(wr_enable)begin
				wr_data_r <= wr_data;
			end
			if(rd_enable)begin
				haddr_r <= rd_addr;
			end else if (wr_enable)begin
				haddr_r <= wr_addr;
			end
		end
	end
	always@(*)begin
		if(state[4])begin
			{data_mask_low_r, data_mask_high_r} = 2'b00;
		end else begin
			{data_mask_low_r, data_mask_high_r} = 2'b11;
		end
		bank_addr_r = 2'b00;
		addr_r = {SDRADDR_WIDTH{1'b0}};
		if (state == READ_ACT | state == WRIT_ACT)begin
			bank_addr_r = haddr_r[HADDR_WIDTH-1:HADDR_WIDTH-(BANK_WIDTH)];
			addr_r = haddr_r[HADDR_WIDTH-(BANK_WIDTH+1):HADDR_WIDTH-(BANK_WIDTH+ROW_WIDTH)];
		end else if (state == READ_CAS | state == WRIT_CAS)begin
			bank_addr_r = haddr_r[HADDR_WIDTH-1:HADDR_WIDTH-(BANK_WIDTH)];
			addr_r = {{SDRADDR_WIDTH-(COL_WIDTH+3){1'b0}}, auto_prechr, 2'b0, haddr_r[COL_WIDTH-1:0]};
		end else if (state == INIT_LOAD)begin
			addr_r = {{SDRADDR_WIDTH-10{1'b0}}, write_mode, 2'b00, cas_latency, burst_type, burst_len};
		end
	end
	always@(*)begin
		state_cnt_nxt = 4'd0;
		command_nxt = CMD_NOP;
		if (state == IDLE)begin
			if (rd_enable)begin
				next = READ_ACT;
				command_nxt = CMD_BACT;
			end else if (wr_enable)begin
				next = WRIT_ACT;
				command_nxt = CMD_BACT;
			end else if (refresh_cnt > CYCLES_BETWEEN_REFRESH | auto_refresh)begin
				next = REF_PRE;
				command_nxt = CMD_REF;
			end else begin
				next = IDLE;
			end
		end else begin
			if (!state_cnt)begin
				case (state)
					INIT_NOP1: begin
						next = INIT_PRE1;
						command_nxt = CMD_PALL;
					end
					INIT_PRE1: begin
						next = INIT_NOP1_1;
					end
					INIT_NOP1_1: begin
						next = INIT_REF1;
						command_nxt = CMD_REF;
					end
					INIT_REF1: begin
						next = INIT_NOP2;
						state_cnt_nxt = 4'd7;
					end
					INIT_NOP2: begin
						next = INIT_REF2;
						command_nxt = CMD_REF;
					end
					INIT_REF2: begin
						next = INIT_NOP3;
						state_cnt_nxt = 4'd7;
					end
					INIT_NOP3: begin
						next = INIT_LOAD;
						command_nxt = CMD_MRS;
					end
					INIT_LOAD: begin
						next = INIT_NOP4;
						state_cnt_nxt = 4'd1;
					end
					REF_PRE: begin
						next = REF_NOP1;
						state_cnt_nxt = 4'd7;
					end
					WRIT_ACT: begin
						next = WRIT_NOP1;
						state_cnt_nxt = 4'd1;
					end
					WRIT_NOP1: begin
						next = WRIT_CAS;
						command_nxt = CMD_WRIT;
					end
					WRIT_CAS: begin
						next = WRIT_NOP2;
						state_cnt_nxt = 4'd2;
					end
					READ_ACT: begin
						next = READ_NOP1;
						state_cnt_nxt = 4'd1;
					end
					READ_NOP1: begin
						next = READ_CAS;
						command_nxt = CMD_READ;
					end
					READ_CAS: begin
						next = READ_NOP2;
					end
					READ_NOP2: begin
						next = READ_READ;
						state_cnt_nxt = 4'd3;
					end
					READ_READ: begin
						next = READ_NOP3;
						state_cnt_nxt = 4'd1;
					end
					default: begin
						next = IDLE;
					end
				endcase
			end else begin
				next = state;
				command_nxt = command;
			end
		end
	end
endmodule
==> run.sh <==
#!/bin/bash
# OpenROAD 26Q1-2900-gdf79404cd8, Yosys 0.63+post, stock flow scripts
make -C /OpenROAD-flow-scripts/flow DESIGN_CONFIG=/design/flow/config.mk WORK_HOME=/design/flow/orfs finish
==> config.mk <==
export PLATFORM = sky130hd
export DESIGN_NAME = sdram_controller
export DESIGN_NICKNAME = sdram_controller
export VERILOG_FILES = /design/flow/design.v
export SDC_FILE = /design/flow/constraint.sdc
export NUM_CORES = 4
export LEC_CHECK = 1
export CORE_UTILIZATION = 50
==> constraint.sdc <==
current_design sdram_controller

set clk_period 7.6
set clk_io_pct 0.2

create_clock -name clk0 -period $clk_period [get_ports {clk}]

set non_clock_inputs [all_inputs -no_clocks]
set_input_delay [expr $clk_period * $clk_io_pct] -clock clk0 $non_clock_inputs
set_output_delay [expr $clk_period * $clk_io_pct] -clock clk0 [all_outputs]
==> out/results.txt <==
Distinct cells, synth: 57
simple share: 14.0%
IO Pins: 121
Yosys warning count: 2
EDFF count, synth: 0
main logic family after synthesis: AND-OR/OR-AND gates
PostCTS Resize Cnt: 0
Detailed Place HPWL: 9450 µm
FFs w/ async S/R, synth: 100%
Post-Synthesis Cells: 646
clk buf depth: 2
Mux area share: 10.6%
number of buffers created by CTS: 17
fp util: 52.0%
gpl congestion: 0.857
hold_buf cts: 0
H-tree Lvls: 4
number of port buffers: 102
First Error: [error] [KeplerFormal.cpp:679] Workflow failed: Iso has multiple drivers: .data0, data[0]$_DFFE_PN0P_.Q0
# Cells Yosys: 646
Yosys chip area: 6320 µm²
Placed Area: 7270 µm²
last stage reached: 4_1_cts
status: aborted with a tool error
xor/xnor share: 1.11%
Seq share, synth: 50.5%
Post-Syn Area: 6320 µm²
die width: 114 µm
Synth area leaders: dfrtp_1, nand2_1, a21oi_1
yosys aoi share: 15.0%
Area leader share: 46.7%
Syn Area/Cell: 9.78 µm²
Synth area leader: dfrtp_1
die height: 114 µm
number of setup buffers added after CTS: 0
ys flop type: dfrtp_1
Seq cells post-synth: 127
clk sink count: 127
root buf cell: clkbuf_16
adder-cell area share of the yosys netlist: 2.57%
FP Rows: 40
[synth_stat cells (3+ instances only)]
library cell	n
xnor2_1	3
nor3_1	5
ha_1	13
nor2_1	31
a31oi_1	3
mux2i_1	27
mux2_1	10
and3_1	3
nand3_1	8
o22ai_1	4
dfrtp_1	118
buf_2	19
inv_1	10
a21oi_1	68
and2_1	19
mux2_2	22
nand2b_1	4
nor2b_1	5
dfstp_2	9
o21ai_0	54
xor2_1	5
nand2_1	92
clkbuf_1	18
buf_4	22
or3_1	4
o21ai_1	30
[logic make-up after synthesis]
family	after synthesis
other	2
DFF	127
AOI/OAI and AO/OA	176
and+or+nand+nor	186
muxes	61
buffers and inverters	73
xor gates and xnor gates	8
adders and majority gates	13
[metrics by stage]
stage | setup slack (ps) | std cells
detailed placement | 3740 | 863
global placement | 3820 | 863
floorplan | 4500 | 646
