<file path="./config.mk">
export PLATFORM = sky130hd
export DESIGN_NAME = uart_tx
export DESIGN_NICKNAME = uart_tx
export VERILOG_FILES = /design/flow/design.v
export SDC_FILE = /design/flow/constraint.sdc
export NUM_CORES = 4
export LEC_CHECK = 1
export CORE_UTILIZATION = 30
</file>
<file path="./constraint.sdc">
current_design uart_tx

set clk_period 3.5
set clk_io_pct 0.2

create_clock -name clk0 -period $clk_period [get_ports {sys_clk}]

set non_clock_inputs [all_inputs -no_clocks]
set_input_delay [expr $clk_period * $clk_io_pct] -clock clk0 $non_clock_inputs
set_output_delay [expr $clk_period * $clk_io_pct] -clock clk0 [all_outputs]
</file>
<file path="./design.v">
module uart_tx(
	input				sys_nrst,
	input				sys_clk,
	input				uart_send,
	input	[7 : 0]		uart_data_tx,
	output				uart_tx,
	output				uart_ready,
	output				uart_done
);
	localparam stage_idle		= 2'd0;
	localparam stage_start_bit	= 2'd1;
	localparam stage_data		= 2'd2;
	localparam stage_stop_bit	= 2'd3;
	localparam full_interval	= 9'd98;
	reg [8 : 0] data_bit_cnt;
	reg [7 : 0] data_load;
	reg [2 : 0] data_cnt;
	reg [1 : 0] stage_cnt;
	reg uart_ready_r;
	reg uart_done_r;
	reg uart_tx_r;
	assign uart_ready = uart_ready_r;
	assign uart_tx = uart_tx_r;
	assign uart_done = uart_done_r;
	always@(posedge sys_clk	or negedge sys_nrst)begin
		if(!sys_nrst)begin
			data_load <= 8'h00;
			data_cnt <= 3'd0;
			stage_cnt <= 2'd0;
			uart_tx_r <= 1'b1;
			uart_ready_r <= 1'b1;
			uart_done_r <= 1'b0;
			data_bit_cnt <= 9'd0;
		end else begin
			case(stage_cnt)
				stage_idle: begin
					if(uart_send)begin
						stage_cnt <= stage_start_bit;
						data_load <= uart_data_tx;
						uart_ready_r <= 1'b0;
					end
					uart_tx_r <= 1'b1;
					data_cnt <= 3'd0;
					uart_done_r <= 1'b0;
					data_bit_cnt <= 9'd0;
				end
				stage_start_bit: begin
					if(data_bit_cnt == full_interval)begin
						stage_cnt <= stage_data;
						data_bit_cnt <= 9'd0;
					end else begin
						data_bit_cnt <= data_bit_cnt + 1'd1;
					end
					uart_tx_r <= 1'b0;
				end
				stage_data: begin
					uart_tx_r <= data_load[data_cnt];
					if(data_bit_cnt == full_interval)begin
						if(data_cnt == 3'd7)begin
							stage_cnt <= stage_stop_bit;
						end
						data_cnt <= data_cnt + 1'd1;
						data_bit_cnt <= 9'd0;
					end else begin
						data_bit_cnt <= data_bit_cnt + 1'd1;
					end
				end
				stage_stop_bit: begin
					uart_tx_r <= 1'b1;
					if(data_bit_cnt == full_interval)begin
						data_cnt <= 3'd0;
						data_bit_cnt <= 9'd0;
						if(uart_send)begin
							stage_cnt <= stage_start_bit;
							data_load <= uart_data_tx;
							uart_ready_r <= 1'b0;
						end else begin
							stage_cnt <= stage_idle;
							uart_ready_r <= 1'b1;
							uart_done_r <= 1'b1;
						end
					end else begin
						data_bit_cnt <= data_bit_cnt + 1'd1;
					end
				end
			endcase
		end
	end
endmodule
</file>
<file path="./run.sh">
#!/bin/bash
# OpenROAD 26Q1-2900-gdf79404cd8, Yosys 0.63+post, stock flow scripts
make -C /OpenROAD-flow-scripts/flow DESIGN_CONFIG=/design/flow/config.mk WORK_HOME=/design/flow/orfs finish
</file>
==> CHANGELOG.md <==
### Changed

- Count of unresolved DRC violations after routing: 0
- Maximum buffer depth of the clock tree: 2
- Endpoint arrival time on the critical path: 2490 ps
- Final worst path period need: 2320 ps
- Number of instances in the synthesized netlist: 106
- Most heavily used metal layer in global routing: met1
- CTS root buf: sky130_fd_sc_hd__clkbuf_8
- Met1 layer usage reported by global route: 0.176
- Worst slew margin relative to its limit: 0.520
- Area taken by multi-input logic gates: 558 µm²
- Type of destination of the critical path: register
- Buffer-and-inverter tally for the worst setup path: 1
- Leakage dissipation: 0.683 nW
- Inserted Clock Buffers: 3
- Switching Power: 0.106 mW
- Total GRT Usage: 0.109
- Total via count in the routed design: 832
- Detailed-router iteration count before antenna repair: 4
- Leftover overflow at the end of global routing: 0
- Number of warnings in the stage logs: 26
- Post-layout period usage of the worst path: 0.664
- DPL Wire Length: 1480 µm
- Final number of setup-violating endpoints: 0
- Largest net degree at the start of global routing: 28
- Relative contribution of combinational cells to total power: 0.055
- Clk slew on worst S/H paths: 90 ps
- Outcome: finished clean
- Slew of the pin with the lowest slew margin: 715 ps
- Fraction of the core area covered by cells at the end of the flow: 0.374
- Data required, critical path: 3660 ps
- Setup TNS Final: 0 ps
- Total number of placement rows: 23
- Class of the tightest hold or removal check: reg2reg
- Initial antenna violation count: 0
- Number of H-tree levels: 1
- Delay contributed by the slowest stage of the critical path: 520 ps
- Yosys cell count: 106
- Number of violations of the max-capacitance limit: 0
- Fmax achieved: 431 MHz
- Hold bufs inserted after CTS: 0
- Residual antenna-violating net count after detailed routing: 0
- Post-detailed-route wirelength per cell: 11.9 µm
- Met2 Resource Use GR: 0.150
- Vertical die size: 66.8 µm
- Internal power: 0.418 mW
- Critical-path top delay cell: sky130_fd_sc_hd__nor4_2
- DRT iter0 DRCs: 89
- Maximum VDD drop: 0.147 mV
- Clock power share: 0.327
- Setup Skew: 4.42 ps
- Post_cts resized: 0
- Wire length of the first global-routing pass: 3650 µm
- Sequential fraction of design power: 0.618
- Die X-Extent: 66.8 µm
- Yosys Chip Area: 0.00126 mm²
- Routability congestion estimate from global placement: 0.804
- Cell class contributing the biggest share of worst-path delay: simple AND/OR/NAND/NOR gates
- Highest net fanout along the worst path: 8
- Count of fill cells added during filler insertion: 396
- Worst reg-to-reg setup slack: 1180 ps
- Latest clock arrival within the worst-skew pair: 270 ps
- Final Max-Slew Violation Tally: 0
- Mapped cell area: 0.00126 mm²
- Hold Vio Cnt, Final: 0
- Synthesized area per cell: 11.9 µm²
- Core box area: 0.00403 mm²
- Synth warn: 1
- Critical path launch point type: register
- Buffer count from post-CTS setup fixing: 0
- Final WL: 2070 µm
- Synth Register Bits: 27
- Initial core utilization: 0.313
- Clock tree from TritonCTS: yes
- Area overhead of the layout relative to synthesis: 19.4%
- Unrepaired setup endpoints after global routing: no
- Routed via count divided by cell count: 4.81
- Number of top-level pins: 14
- Category of the most critical setup path: reg2reg
- Number of inserted diodes: 0
- Count of input and output buffers: 13
- Fraction of layout cells with a size suffix above 1: 0.187
- Area of the die: 0.00447 mm²
- Total clock sinks: 27
- Critical path cell sequence: inv_1 > ha_1 > or4b_4 > nor4_2 > mux2_2 > a22o_1
- Met3 Usage GRT: 0.0278
- Ratio of total power to cell area: 348 mW/mm²
- Count of different cell masters after synthesis: 28
- Switching share of total power: 0.202
- Synth Seq Share: 0.539
- Vias in the first global route: 821
- FF/Latch Area: 679 µm²
[synthesized netlist by cell type]
master                      n  area (µm²)
sky130_fd_sc_hd__dfrtp_1   24         601
sky130_fd_sc_hd__nor2_1    16        60.1
sky130_fd_sc_hd__mux2_2     9         101
sky130_fd_sc_hd__nand3_1    6        30.0
sky130_fd_sc_hd__a22o_1     4        35.0
sky130_fd_sc_hd__and3_1     4        25.0
sky130_fd_sc_hd__ha_1       4        50.1
sky130_fd_sc_hd__inv_1      4        15.0
sky130_fd_sc_hd__o21ai_0    4        20.0
sky130_fd_sc_hd__xnor2_1    4        35.0
sky130_fd_sc_hd__xor2_1     4        35.0
sky130_fd_sc_hd__dfstp_2    3        78.8
sky130_fd_sc_hd__nand2_1    3        11.3
sky130_fd_sc_hd__a21oi_1    2        10.0
sky130_fd_sc_hd__mux4_2     2        45.0
sky130_fd_sc_hd__a221o_1    1        10.0
sky130_fd_sc_hd__clkbuf_1   1        3.75
sky130_fd_sc_hd__clkbuf_2   1        5.00
sky130_fd_sc_hd__mux2_4     1        15.0
sky130_fd_sc_hd__nand3b_1   1        7.51
sky130_fd_sc_hd__nand4_1    1        6.26
sky130_fd_sc_hd__nor4_2     1        12.5
sky130_fd_sc_hd__nor4b_1    1        8.76
sky130_fd_sc_hd__o21ai_1    1        5.00
sky130_fd_sc_hd__o31ai_1    1        7.51
sky130_fd_sc_hd__or3_1      1        6.26
sky130_fd_sc_hd__or4_1      1        7.51
sky130_fd_sc_hd__or4b_4     1        13.8
[routing by layer]
layer  part of all wire  vias up
met1               0.52      397
met4              0.013        0
li1                   -      414
met5                  0        -
met2               0.43       19
met3              0.037        2
[worst register-to-register path, stage by stage (launching register included)]
cell,delay [ps]
sky130_fd_sc_hd__dfrtp_1,420
sky130_fd_sc_hd__inv_1,70
sky130_fd_sc_hd__ha_1,130
sky130_fd_sc_hd__or4b_4,470
sky130_fd_sc_hd__nor4_2,520
sky130_fd_sc_hd__mux2_2,410
sky130_fd_sc_hd__a22o_1,220
[area by class of cell]
cell class / instances / area share
Tap cell: 50 / 0.0415
Sequential cell: 27 / 0.451
Multi-Input combinational cell: 73 / 0.370
Clock inverter: 1 / 0.00332
Timing Repair Buffer: 15 / 0.0963
Clock buffer: 3 / 0.0274
Inverter: 4 / 0.00997
[cells in the final DEF, fill, tap and decap left out, types with 2 or more instances in the layout]
cell and count:
sky130_fd_sc_hd__dfrtp_1 24, sky130_fd_sc_hd__nor2_1 16, sky130_fd_sc_hd__clkdlybuf4s50_1 13, sky130_fd_sc_hd__mux2_2 9, sky130_fd_sc_hd__nand3_1 6, sky130_fd_sc_hd__inv_1 4, sky130_fd_sc_hd__and3_1 4, sky130_fd_sc_hd__xor2_1 4
sky130_fd_sc_hd__xnor2_1 4, sky130_fd_sc_hd__a22o_1 4, sky130_fd_sc_hd__o21ai_0 4, sky130_fd_sc_hd__ha_1 4, sky130_fd_sc_hd__nand2_1 3, sky130_fd_sc_hd__clkbuf_8 3, sky130_fd_sc_hd__dfstp_2 3, sky130_fd_sc_hd__mux4_2 2
sky130_fd_sc_hd__a21oi_1 2, sky130_fd_sc_hd__buf_4 2
[metrics by stage]
step	power, mW	instances	hold slack (ps)	instance area (µm²)	worst slack [ps]
global route	0.549	173	514	1510	1080
global placement	0.359	169	459	1460	1200
finish	0.524	173	489	1510	1180
detailed placement	0.360	169	475	1460	1190
floorplan	0.339	106	404	1260	1360
CTS	0.531	173	490	1510	1180
[registers in the layout, summed over array words and instances, names as in the netlist]
signal / count
data_load: 8
data_bit_cnt: 9
uart_done_r: 1
uart_tx_r: 1
data_cnt: 3
uart_ready_r: 1
stage_cnt: 4
[power by group through the flow]
| stage | registers [mW] | clock network, mW | logic [mW] |
|---|---|---|---|
| finish | 0.324 | 0.171 | 0.0291 |
| global route | 0.325 | 0.192 | 0.0321 |
| CTS | 0.324 | 0.178 | 0.0301 |
[kinds of logic (layout without fill, tap and decap cells)]
kind of cell | Yosys count | after routing | share of synthesized area
mux | 12 | 12 | 0.128
fa+ha+maj | 4 | 4 | 0.0397
xor+xnor | 8 | 8 | 0.0555
buf+inv | 6 | 23 | 0.0188
flops | 27 | 27 | 0.539
compound gates | 13 | 13 | 0.0694
simple gates | 36 | 36 | 0.150
[path summary, 6_finish.rpt]
kind	startpoint	endpoint	depth (start not counted)
max	data_bit_cnt[0]	data_cnt[1]	6
min	data_bit_cnt[0]	data_bit_cnt[0]	1
max reg2reg	data_bit_cnt[0]	data_cnt[1]	6
min reg2reg	data_bit_cnt[0]	data_bit_cnt[0]	1
max in group asynchronous	sys_nrst	uart_ready_r	2
min in group asynchronous	sys_nrst	stage_cnt[3]	2
Power and IR drop assume default switching activity.
