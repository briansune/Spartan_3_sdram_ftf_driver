<file path="flow/design.v">
module uart_rx(
	input				sys_nrst,
	input				sys_clk,
	input				uart_rx,
	output	[7 : 0]		uart_data_rx,
	output				uart_ready
);
	localparam stage_idle		= 2'd0;
	localparam stage_start_bit	= 2'd1;
	localparam stage_data		= 2'd2;
	localparam stage_stop_bit	= 2'd3;
	localparam full_interval	= 9'd98;
	localparam half_interval	= 9'd47;
	localparam full_interval_ex	= full_interval + 9'd4;
	reg [1 : 0] stage_cnt;
	reg [2 : 0] data_cnt;
	reg [8 : 0] data_bit_cnt;
	reg [7 : 0] data_in;
	reg uart_ready_r;
	assign uart_ready = uart_ready_r;
	assign uart_data_rx = data_in;
	always@(posedge sys_clk	or negedge sys_nrst)begin
		if(!sys_nrst)begin
			data_in <= 8'h00;
			data_cnt <= 3'd0;
			stage_cnt <= 2'd0;
			uart_ready_r <= 1'b0;
			data_bit_cnt <= 9'd0;
		end else begin
			case(stage_cnt)
				stage_idle: begin
					if(!uart_rx)begin
						stage_cnt <= stage_start_bit;
					end
					uart_ready_r <= 1'b0;
					data_bit_cnt <= 9'd0;
				end
				stage_start_bit: begin
					if(data_bit_cnt == half_interval & !uart_rx)begin
						stage_cnt <= stage_data;
						data_bit_cnt <= 9'd0;
					end else begin
						data_bit_cnt <= data_bit_cnt + 1'd1;
					end
				end
				stage_data: begin
					if(data_bit_cnt == full_interval)begin
						if(data_cnt == 3'd7)begin
							stage_cnt <= stage_stop_bit;
						end
						data_bit_cnt <= 9'd0;
						data_cnt <= data_cnt + 1'd1;
						data_in <= {uart_rx, data_in[7 : 1]};
					end else begin
						data_bit_cnt <= data_bit_cnt + 1'd1;
					end
				end
				stage_stop_bit: begin
					if(data_bit_cnt == full_interval & uart_rx)begin
						uart_ready_r <= 1'b1;
					end else begin
						uart_ready_r <= 1'b0;
					end
					if(data_bit_cnt == full_interval_ex)begin
						stage_cnt <= stage_idle;
					end else begin
						data_bit_cnt <= data_bit_cnt + 1'd1;
					end
					data_cnt <= 3'd0;
				end
			endcase
		end
	end
endmodule
</file>
<file path="flow/run.sh">
#!/bin/bash
# OpenROAD 26Q1-2900-gdf79404cd8, Yosys 0.63+post, stock flow scripts
make -C /OpenROAD-flow-scripts/flow DESIGN_CONFIG=/design/flow/config.mk WORK_HOME=/design/flow/orfs finish
</file>
<file path="flow/config.mk">
export PLATFORM = sky130hd
export DESIGN_NAME = uart_rx
export DESIGN_NICKNAME = uart_rx
export VERILOG_FILES = /design/flow/design.v
export SDC_FILE = /design/flow/constraint.sdc
export NUM_CORES = 4
export LEC_CHECK = 1
export CORE_AREA = 10 10 104 104
export DIE_AREA = 0 0 114 114
</file>
<file path="flow/constraint.sdc">
current_design uart_rx

set clk_period 4.7
set clk_io_pct 0.2

create_clock -name clk0 -period $clk_period [get_ports {sys_clk}]

set non_clock_inputs [all_inputs -no_clocks]
set_input_delay [expr $clk_period * $clk_io_pct] -clock clk0 $non_clock_inputs
set_output_delay [expr $clk_period * $clk_io_pct] -clock clk0 [all_outputs]
</file>
==> Slide: Implementation Results <==
Synthesis and Place & Route Summary

Pwr
  • Leakage power total: 0.724 nW
  • Switching power: 70.2 uW
  • Combinational group share of total power: 2.1%
  • Post-layout power: 346 uW
  • Cell-internal power: 276 uW
  • Pwr/cell area: 216 nW/um^2
  • Register share of total power: 62.0%
  • Share of power burned in the clock network: 35.9%
  • Net switching share of the total power: 20.3%
  • Peak ir drop on the vdd network: 0.117 mV

Logic synthesis
  • Seq share, synth: 46.7%
  • Main area contributors: sky130_fd_sc_hd__dfrtp_1 45%, sky130_fd_sc_hd__mux2_2 6.7%, sky130_fd_sc_hd__nand2_1 4.5%
  • Yosys cell count: 131
  • Synth Instances: 131
  • Summed instance area of the synthesized netlist: 1340 sq um
  • Post-synthesis register bit count: 25
  • Distinct cell type count after synthesis: 38
  • Chip Area, Yosys: 1340 sq um
  • Dominant cell area share: 44.8%
  • Dominant cell type by area after synthesis: sky130_fd_sc_hd__dfrtp_1
  • Syn_area_per_cell: 10.2 sq um
  • Count of synthesis-stage warnings from yosys: 1

STA
  • Post-route minimum period: 2.46 ns
  • Worst clock skew on the final layout: 0.00397 ns
  • Fin crit share: 52.2%
  • Slew at the pin with the worst max-slew slack: 0.761 ns
  • Unrepaired setup endpoints after global routing: no
  • Worst Hold Margin: 0.505 ns
  • Final-report max-slew violation count: 0
  • Worst slew margin relative to its limit: 48.8%
  • Hold violation total from the final report: 0
  • Sum of negative setup slack: 0 ns
  • Setup violation total in the final timing report: 0
  • Max Fclk: 407 MHz

Finish
  • Utilization after layout: 18.5%
  • Layout cell share with drive strength beyond 1: 13.6%
  • Signed area change from the synthesized netlist to the final layout: 19.7%

Critical path
  • Data arrival, critical path: 2.58 ns
  • WP data required: 4.83 ns
  • Crit path launch type: input port
  • Critical Path End Type: flip-flop
  • Worst reg-to-reg setup slack: 2.47 ns
  • Type of the worst setup path: in -> reg
  • Reg2reg path depth: 4
  • Critical path peak fanout: 9
  • R2r endpoint: data_bit_cnt[4]
  • Worst reg2reg startpoint: data_bit_cnt[4]

Detailed routing
  • Max Used Layer: met4
  • DR WL met2: 1250 um
  • Met1 routed wirelength after detailed routing: 1330 um
  • Met3 wire length: 156 um
  • Via count normalized by instance count: 4.23
  • Residual DRC count: 0
  • First DRT Iteration DRCs: 80
  • Number of optimization iterations in the first detailed-route pass: 4
  • Drt total wl: 2810 um
  • Total via count in the routed design: 1049
  • ANT nets after route: 0
  • Routed wirelength normalized by instance count: 11.3 um
  • Antenna Cells: 0

CTS
  • Inserted Clock Buffers: 3
  • Clk buf depth: 2
  • Hold-fix buffers at CTS: 0
  • Number of cells upsized or downsized after cts: 0
  • Clk ins delay skew pair: 0.26 ns
  • Clock Root Buffer: sky130_fd_sc_hd__clkbuf_8
  • Clock sink total: 25
  • CTS H-tree lvls: 1
  • Clock transition at the registers of the reported paths: 0.08 ns
  • Buffer count from post-CTS setup fixing: 0
  • CTS tree: built

Global route
  • GRT Util Overall: 4.38%
  • Vias in the first global route: 1022
  • Maximum number of pins on one net before global-route repair: 26
  • Number of antenna violations at the first check in global routing: 0
  • Overall overflow remaining after global route: 0
  • Global-route wire length before repair: 4930 um

Floorplan
  • Placement row count: 34
  • Area of the die: 13000 sq um
  • Standard cell core area: 8680 sq um
  • # IOs: 12
  • Horizontal die dimension: 114 um
  • Fraction of the core area occupied by cells at floorplan: 15.5%
  • Die Span Y: 114 um

Flow run
  • Count of tool warnings: 26
  • MaxCap Viol Count: 0

Min path
  • HP Class: reg -> reg
  • Number of cells on the worst hold path: 1
  • Critical hold path startpoint: uart_ready_r
  • Hold EP: uart_ready_r

Placement
  • HPWL after detailed placement: 2030 um
  • IO buf count: 11
  • Routability congestion estimate: 0.797

Status
  • Run status: finished clean
-- routing by layer --
metal / global-route usage [%] / vias up
li1: - / 512
met1: 6.09 / 512
met2: 6.72 / 23
met3: 1.17 / 2
met4: 0.919 / 0
met5: 0 / -
-- flip-flops by register name, indices dropped and copies added, names as in the netlist --
name,cells
data_bit_cnt,9
data_in,8
stage_cnt,4
data_cnt,3
uart_ready_r,1
-- layout by cell type (no fill, tap or decap) --
master,netlist,layout
sky130_fd_sc_hd__nor3_4,1,1
sky130_fd_sc_hd__and4b_1,1,1
sky130_fd_sc_hd__nor2_1,6,6
sky130_fd_sc_hd__a41o_1,1,1
sky130_fd_sc_hd__o41a_1,2,2
sky130_fd_sc_hd__a21oi_1,1,1
sky130_fd_sc_hd__o31ai_1,4,4
sky130_fd_sc_hd__mux2_2,8,8
sky130_fd_sc_hd__clkinv_2,0,1
sky130_fd_sc_hd__clkbuf_8,0,3
sky130_fd_sc_hd__o311ai_2,1,1
sky130_fd_sc_hd__o311ai_1,2,2
sky130_fd_sc_hd__a32o_1,2,2
sky130_fd_sc_hd__a22o_1,1,1
sky130_fd_sc_hd__o21ai_0,9,9
sky130_fd_sc_hd__nand2b_1,1,1
sky130_fd_sc_hd__nor3_1,5,5
sky130_fd_sc_hd__nor2b_1,3,3
sky130_fd_sc_hd__ha_1,4,4
sky130_fd_sc_hd__clkdlybuf4s50_1,0,11
sky130_fd_sc_hd__dfrtp_1,24,24
sky130_fd_sc_hd__o32ai_1,1,1
sky130_fd_sc_hd__a41oi_1,1,1
sky130_fd_sc_hd__o221ai_1,1,1
sky130_fd_sc_hd__nand4b_1,1,1
sky130_fd_sc_hd__nor4_2,1,1
sky130_fd_sc_hd__mux2i_1,1,1
sky130_fd_sc_hd__buf_4,0,3
sky130_fd_sc_hd__nand3_1,2,2
sky130_fd_sc_hd__o211ai_1,3,3
sky130_fd_sc_hd__inv_1,6,6
sky130_fd_sc_hd__a31oi_1,4,4
sky130_fd_sc_hd__a22oi_1,1,1
sky130_fd_sc_hd__or3_1,2,2
sky130_fd_sc_hd__nand2_1,16,16
sky130_fd_sc_hd__nand4_1,1,1
sky130_fd_sc_hd__a21o_1,1,1
sky130_fd_sc_hd__dfstp_2,1,1
sky130_fd_sc_hd__nor4_1,3,3
-- worst max path at each step --
| stage | start | to | depth (start not counted) | slack (ns) |
|---|---|---|---|---|
| after CTS | uart_rx | data_bit_cnt[4] | 4 | 2.25 |
| after global routing | uart_rx | data_bit_cnt[4] | 4 | 2.15 |
| final | uart_rx | data_bit_cnt[4] | 4 | 2.24 |
-- Yosys cell counts --
cell                       instances
sky130_fd_sc_hd__nor3_4            1
sky130_fd_sc_hd__nand4_1           1
sky130_fd_sc_hd__nor3_1            5
sky130_fd_sc_hd__nor2b_1           3
sky130_fd_sc_hd__o21ai_0           9
sky130_fd_sc_hd__or3_1             2
sky130_fd_sc_hd__nor4_1            3
sky130_fd_sc_hd__inv_1             6
sky130_fd_sc_hd__nor4_2            1
sky130_fd_sc_hd__nand2_1          16
sky130_fd_sc_hd__o32ai_1           1
sky130_fd_sc_hd__a21oi_1           1
sky130_fd_sc_hd__a41o_1            1
sky130_fd_sc_hd__o311ai_1          2
sky130_fd_sc_hd__o311ai_2          1
sky130_fd_sc_hd__a31oi_1           4
sky130_fd_sc_hd__dfrtp_1          24
sky130_fd_sc_hd__a21o_1            1
sky130_fd_sc_hd__buf_6             2
sky130_fd_sc_hd__o221ai_1          1
sky130_fd_sc_hd__a32o_1            2
sky130_fd_sc_hd__nand4b_1          1
sky130_fd_sc_hd__clkbuf_2          1
sky130_fd_sc_hd__nor2_1            6
sky130_fd_sc_hd__o41a_1            2
sky130_fd_sc_hd__a22oi_1           1
sky130_fd_sc_hd__a22o_1            1
sky130_fd_sc_hd__o31ai_1           4
sky130_fd_sc_hd__nand3_1           2
sky130_fd_sc_hd__a41oi_1           1
sky130_fd_sc_hd__mux2i_1           1
sky130_fd_sc_hd__dfstp_2           1
sky130_fd_sc_hd__o211ai_1          3
sky130_fd_sc_hd__and4b_1           1
sky130_fd_sc_hd__clkbuf_1          6
sky130_fd_sc_hd__mux2_2            8
sky130_fd_sc_hd__nand2b_1          1
sky130_fd_sc_hd__ha_1              4
-- cell families (layout without fill, tap and decap cells) --
| family | count (synthesis) | after routing | synth area share (%) |
|---|---|---|---|
| compound gates | 35 | 35 | 19.7 |
| simple gates | 43 | 43 | 17.0 |
| mux | 9 | 9 | 7.46 |
| buf+inv | 15 | 24 | 5.41 |
| flops | 25 | 25 | 46.7 |
| fa+ha+maj | 4 | 4 | 3.73 |
-- critical path, stage by stage --
cell,delay [ns]
sky130_fd_sc_hd__clkdlybuf4s50_1,0.49
sky130_fd_sc_hd__o41a_1,0.63
sky130_fd_sc_hd__nor3_4,0.35
sky130_fd_sc_hd__o221ai_1,0.17
-- power groups by stage --
stage     Sequential, mW  Combinational, mW  Clock (mW)
4_1_cts            0.215            0.00765       0.131
5_1_grt            0.215            0.00834       0.138
6_report           0.215            0.00713       0.124
-- final cells by class --
class | instances | area, sq um
Sequential cell | 25 | 627
Multi-Input combinational cell | 91 | 642
Timing Repair Buffer | 14 | 133
Tap cell | 108 | 135
Clock inverter | 1 | 5.00
Fill cell | 971 | 7070
Inverter | 6 | 22.5
Clock buffer | 3 | 41.3
-- per-stage QoR --
step                      instance area [sq um]  worst slack (ns)  std cells
after CTS                                  1610              2.25        248
final                                      1610              2.24        248
after global routing                       1610              2.15        248
after floorplan                            1340              2.66        131
after global placement                     1560              1.97        244
after detailed placement                   1560              1.96        244
Power figures rest on the tool's default switching activity, not on a simulated workload.
